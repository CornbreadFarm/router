===== flow/design.v =====
module fifo(output full, empty, ready, output [31:0] dout, input [31:0] din, input push, pop, reset_n, clock);
parameter WIDTH = 32;
parameter DEPTH = 128;
reg [WIDTH-1:0] mem [DEPTH-1:0];
reg [6:0] head, tail;
reg [7:0] cnt;
assign dout = mem[tail];
assign full = (cnt == DEPTH);
assign empty = (cnt == 0);
assign ready = !empty;
always @(posedge clock, negedge reset_n) begin
   if(!reset_n) begin
      head <= 0;
      tail <= 0;
      cnt <= 0;
   end
   else begin
      if(pop && !empty) begin
         tail <= tail + 1;
         cnt <= cnt - 1;
      end
      if(push && !full) begin
         mem[head] <= din;
         head <= head + 1;
         cnt <= cnt + 1;
      end
   end
end
endmodule

===== flow/run.sh =====
#!/bin/bash
# OpenROAD 26Q1-2900-gdf79404cd8, Yosys 0.63+post, stock flow scripts
make -C /OpenROAD-flow-scripts/flow DESIGN_CONFIG=/design/flow/config.mk WORK_HOME=/design/flow/orfs finish

===== flow/config.mk =====
export PLATFORM = sky130hd
export DESIGN_NAME = fifo
export DESIGN_NICKNAME = fifo
export VERILOG_FILES = /design/flow/design.v
export SDC_FILE = /design/flow/constraint.sdc
export NUM_CORES = 4
export LEC_CHECK = 1
export CORE_UTILIZATION = 40

===== flow/constraint.sdc =====
current_design fifo

set clk_period 7.2
set clk_io_pct 0.2

create_clock -name clk0 -period $clk_period [get_ports {clock}]

set non_clock_inputs [all_inputs -no_clocks]
set_input_delay [expr $clk_period * $clk_io_pct] -clock clk0 $non_clock_inputs
set_output_delay [expr $clk_period * $clk_io_pct] -clock clk0 [all_outputs]

==> impl_metrics.toml <==
# physical design summary
[grt]
gr-usage-all-layers_pct = 58.3
grt_start_max_net_pins = 116
grt_pass1_vias = 112197
grt.overflow.total = 0
antenna_found_initial = 160
grt_pass1_wl_mm = 1260

[worst_setup_path]
path_cells = "buf_4 -> ha_4 -> clkbuf_4 -> nor4b_2 -> bufbuf_16 -> and3_4 -> a2111oi_4 -> buf_4 -> nand4_1 -> nor4_4 -> nand4_1 -> mux2_4 -> clkdlybuf4s50_1"
startpoint_type = "flop"
required_ns = 5.76
max_stage_delay_ns = 0.90
worstSetupPathType = "reg -> out"
arrival_ns = 6.14
endpoint_kind = "output pin"
reg2reg_slack_ns = 2.81
reg2reg_depth = 10
crit_slowest_cell = "a2111oi_4"
cp_max_fo = 9
r2r_start = "cnt[5]"
worstReg2RegEnd = "mem[87][8]"

[synthesis]
area_leaders = "edfxtp_1 80%, a22oi_1 5.8%, nand3_1 2.7%, and3_1 2.6%, nand4_1 1.6%"
top_area_cell = "edfxtp_1"
yosys-stat-cells = 8883
syn_inst = 8883
avgSynthCellArea_um2 = 17.2
most_common_cell = "edfxtp_1"
synthTopCellsByCount = "4,096 x edfxtp_1, 1,184 x a22oi_1, 832 x nand3_1"
ys_chip_area_mm2 = 0.153
yosysWarnings = 2
yosysUniqueCellTypes = 63
synth_top_area_share_pct = 80.3
ys_ff = 4118
ys.flop_type = "edfxtp_1"
syn_area_mm2 = 0.153
async_flop_share_pct = 0.534
edf_count = 4096
synth.yosys.seq_area_share_pct = 80.7

[placed_design]
gp_congestion = 1.10
io_buffers = 70
hpwl_mm = 630
preCtsSetupSlack_ns = 0.0127
placed_area_mm2 = 0.168

[clocking]
clock-sinks = 4118
clk_pin_slew_ns = 0.06
worstSkewPairLatency_ns = 1.09
numCtsBuffers = 428
clockBufferDepth = 4
cts_root_buf = "clkbuf_16"
htree_num_levels = 5
cts_tree = "yes"
cts_hold_buf = 0

[worst_hold_path]
worstHoldPathCells = 1
hold_start = "cnt[7]"
hold_class = "reg -> reg"
hold_end = "cnt[7]"

[final_timing]
setup_viol = 31
worst_slew_pin_slew_ns = 1.64
worst_slack_ns = -0.384
tns_ns = -5.15
hold_violations = 0
fin_worst_skew_ns = 0.0881
rsz0062_at_grt = "true"
slew_headroom_pct = -9.85
max_freq_mhz = 132
maxSlewViolCount = 3
post-route-period-util_pct = 105
period_needed_ns = 7.58

[pwr]
p_leak_nw = 61.4
power_mw = 63.0
peakVddDrop_mv = 0.325
p_per_area_mw_per_mm2 = 342

[run_status]
violations = "antenna violations, max-capacitance violations, max-slew violations, negative setup slack"
outcome = "complete, but fails checks"

[die]
initCoreUtil_pct = 40.3
die_w_um = 621
num_rows = 226
die_area_mm2 = 0.385
ios = 71
core_mm2 = 0.380
die_y_um = 621

[detailed_routing]
drt_iter0_markers = 14024
vias = 116804
routed_wl_mm = 1020
ant_nets = 2
drc = 0
drt_pass1_iterations = 8
avgViaCountPerCell = 7.54
post_drt_wl_per_cell_um = 65.7

[finish]
logic_area_mm2 = 0.0297
drive_gt1_share_pct = 21.5
seq_area_mm2 = 0.124
fin_util_pct = 48.5
area_growth_syn_to_layout_pct = 20.4
fillCellCount = 31129
stdcell_area_mm2 = 0.184

[run]
maxCapViolCount = 1
warnings = 41
==> metrics by stage <==
stage,hold slack [ns],instances
after floorplan,0.454,8883
after global placement,0.476,14317
after detailed placement,0.482,14328
after CTS,0.492,15154
after global routing,0.511,15328
final,0.484,15496
==> critical path: cells and delay by family, from the launching register on <==
kind                       cells  cell delay, ns
and+or+nand+nor                5            1.86
buffers and inverters          5            1.31
AOI/OAI and AO/OA              1            0.90
DFF                            1            0.43
muxes                          1            0.40
adders and majority gates      1            0.21
==> worst max-delay path by stage <==
| stage | from | endpoint | slack (ns) |
|---|---|---|---|
| 5_1_grt | tail[1] | dout[20] | -0.13 |
| 4_1_cts | tail[1] | dout[31] | 0.0009 |
| 6_report | tail[1] | dout[20] | -0.38 |
==> sequential cells by signal, summed over array words and instances (netlist names) <==
signal,count
mem,4096
cnt,8
head,7
tail,7
==> cell usage in the layout (no fill, tap or decap), drive strengths merged, types with 33 or more instances in the layout <==
master	netlist	layout
nor4	124	124
nor2	171	171
edfxtp	4096	4096
nand4	396	396
a22oi	1184	1184
clkinv	0	190
and2	106	106
bufinv	0	39
a222oi	46	46
and3	627	627
or4	59	59
nand2	134	134
diode	0	297
clkdlybuf4s50	0	35
clkbuf	550	537
nand3	832	832
buf	87	1103
a2111oi	208	208
mux2	33	33
==> routing by layer <==
layer	wire length, µm	track usage, %
met5	17500	45.7
met4	105000	46.7
met3	234000	60.5
met2	390000	67.4
met1	271000	53.0
==> layout make-up <==
cell class | count | share of cell area (%)
clock buffer | 533 | 6.06
multi-input combinational | 4115 | 16.1
timing repair buffer | 1149 | 5.65
inverter | 13 | 0.0278
antenna | 297 | 0.403
clock inverter | 255 | 1.32
tap | 5016 | 3.40
sequential | 4118 | 67.0
==> cells by family (layout without fill, tap and decap cells) <==
logic type,count (synthesis),after routing,share of synthesized area (%)
buffers and inverters,650,1950,1.72
xor gates and xnor gates,19,19,0.109
AOI/OAI and AO/OA,1493,1493,7.58
and+or+nand+nor,2552,2552,9.44
muxes,36,36,0.331
other,0,297,0
DFF,4118,4118,80.7
adders and majority gates,15,15,0.128
==> power by group <==
part | internal (mW) | switching (mW)
Combinational | 3.85 | 10.1
Clock | 12.4 | 9.85
Sequential | 26.7 | 0.162
==> repair_timing <==
item / in CTS / in global routing
gates resized: 122 / 104
cloned: 1 / 2
pin swaps: 10 / 27
endpoints found under the setup margin: 32 / 32
setup buffers: 39 / 44
Power figures rest on the tool's default switching activity, not on a simulated workload.
