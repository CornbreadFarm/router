$ cat design.v
module portin(input clock, reset_n, frame_n, valid_n, di, granted,
   output reg[3:0] addr, output reg [31:0] payload, output vld);
reg [5:0] cnta, cntp;
reg [3:0] inc_addr;
reg [31:0] inc_payload;
reg vld_r;
assign vld = vld_r && !granted;
always@(posedge clock,   negedge reset_n)
   if(!reset_n)
   begin
      cnta <=0;  
      cntp <=0;  
      vld_r <= 0;  
      payload <= 32'h0000_0000;
      inc_payload <= 32'h0000_0000;
      inc_addr <= 0;
   end
   else begin
      if(!frame_n && valid_n) begin  
         if(cnta < 4) inc_addr[cnta] <=di;
         cnta <= cnta + 1;
      end
      else if(!frame_n && !valid_n) begin  
         if(cntp < 32) inc_payload[cntp] <= di;
         cntp <= cntp + 1;
      end
      else if(frame_n && !valid_n) begin
         payload <= {di, inc_payload[30:0]};
         inc_payload[cntp] <= di;
         addr <= inc_addr;
         vld_r <= 1;
         cnta <= 0;
         cntp <= 0;
         $strobe("DBG: %t:%d %h", $time, addr, payload);
      end
      if(granted)
         vld_r <=0;
   end
endmodule     
$ cat run.sh
#!/bin/bash
# OpenROAD 26Q1-2900-gdf79404cd8, Yosys 0.63+post, stock flow scripts
make -C /OpenROAD-flow-scripts/flow DESIGN_CONFIG=/design/flow/config.mk WORK_HOME=/design/flow/orfs finish
$ cat config.mk
export PLATFORM = sky130hd
export DESIGN_NAME = portin
export DESIGN_NICKNAME = portin
export VERILOG_FILES = /design/flow/design.v
export SDC_FILE = /design/flow/constraint.sdc
export NUM_CORES = 4
export LEC_CHECK = 1
export CORE_UTILIZATION = 30
$ cat constraint.sdc
current_design portin

set clk_period 5.1
set clk_io_pct 0.2

create_clock -name clk0 -period $clk_period [get_ports {clock}]

set non_clock_inputs [all_inputs -no_clocks]
set_input_delay [expr $clk_period * $clk_io_pct] -clock clk0 $non_clock_inputs
set_output_delay [expr $clk_period * $clk_io_pct] -clock clk0 [all_outputs]
==> out/qor.txt <==
status = finished, final reports clean
initial DRC count = 106
ratio of cells with drive above 1 in the final layout = 17.6%
Hold Crit Depth = 0
Core ar. = 0.0127 mm2
Hold WC Path Type = flop to flop
reg2reg end = inc_payload[16]$_DFFE_PN0P_
Yosys Chip Area = 0.00391 mm2
CTS root buf = clkbuf_16
HPWL after detailed placement = 5.38 mm
Max rail drop VDD = 0.193 mV
Antenna Cells = 0
Worst Path Max Fanout = 20
antenna violations before repair = 0
vias post-DR = 2689
count of tool warnings = 32
WL/cell = 14.2 um
Worst Hold Launch = inc_addr[3]$_DFFE_PN0P_
Synthesized registers = 84
Main synth FF type = dfrtp_1
Die X = 116 um
htree depth = 3
Max-area cell share = 51.2%
cell area after synthesis = 0.00391 mm2
Post-CTS Setup Inserts = 0
Mapped Avg Cell Area = 11.3 um2
most common cell in the netlist = dfrtp_1
normalized max-slew margin = 48.8%
Arr. time, crit path = 3680 ps
top cells by area = dfrtp_1 (51%), mux2_2 (12%), o21ai_0 (4.9%)
post_cts resized = 0
Final Max Slew Viols = 0
Layout Skew = 6.01 ps
Worst-Margin Slew = 762 ps
Leakage = 2.10 nW
critical path data required time = 5310 ps
unrepaired setup endpoints after global routing = false
max capacitance violation total = 0
Inserted Clock Buffers = 9
Area Growth Syn to Fin = 22.8%
Row Count = 41
vias in the first global route = 2689
Fin. Hold Viols = 0
Post-Synthesis Cells = 345
final WL = 7.91 mm
Hold Crit Endpoint = addr[3]$_DFFE_PP_
fmax = 289 MHz
GP Congestion = 0.822
post-synth cell types = 47
first-pass GRT wire length = 13.5 mm
Routed Antenna Nets = 0
top cells by count = dfrtp_1 (80), mux2_2 (42), o21ai_0 (38)
Sum Neg Setup Slack = 0 ps
IO Count = 43
CTS tree = yes
fillers = 1229
Tcrit/Tclk final = 67.9%
pwr dens = 457 mW/mm2
worst r2r src = cntp[0]$_DFFE_PN0P_
Clock transition at path regs = 60 ps
DRC = 0
Setup CP Type = input pin to flop
fp util = 30.8%
Via density = 4.82
r2r setup slk = 2120 ps
# hold bufs at CTS = 0
Initial DRT Pass Iterations = 4
register area = 0.00212 mm2
Worst Hold Slack = 440 ps
number of enable flip-flop cells = 4
final worst path period need = 3460 ps
Sink Count = 84
setup violators final = 0
Die ar. = 0.0135 mm2
GRT overflow = 0
yosys cell count = 345
pin count of the biggest net entering global routing = 47
cells on worst reg2reg path = 7
Seq share, synth = 54.3%
largest area contributor in the netlist = dfrtp_1
IO buf count = 42
Die Y = 116 um
Logic area = 0.00167 mm2
gr usage total = 13.0%
Max Root-Sink Buffers = 2
Late-Pin Clk Latency = 330 ps
post-layout util = 37.9%
Synth Warn # = 2
ys async rst share = 95.2%
Setup crit start kind = input pin
CP endpoint kind = flop
-- cell type report --
| class | count | share of cell area, % |
|---|---|---|
| Timing Repair Buffer | 45 | 9.18 |
| Sequential cell | 84 | 44.2 |
| Clock inverter | 4 | 1.17 |
| Tap cell | 172 | 4.49 |
| Inverter | 11 | 0.861 |
| Multi-Input combinational cell | 231 | 34.8 |
| Clock buffer | 11 | 5.27 |
-- metrics by stage --
stage | setup slack, ps | instance area, um2 | power [mW] | cells
2_1_floorplan | 2030 | 3910 | 1.26 | 345
3_3_place_gp | 1370 | 4490 | 1.54 | 543
3_5_place_dp | 1320 | 4490 | 1.55 | 543
4_1_cts | 1660 | 4800 | 2.22 | 558
5_1_grt | 1510 | 4800 | 2.34 | 558
6_report | 1640 | 4800 | 2.19 | 558
-- logic make-up after synthesis --
kind of cell / Yosys count / synth area share [%]
muxes: 47 / 13.5
buffers and inverters: 30 / 2.95
and+or+nand+nor: 102 / 14.0
DFF: 84 / 54.3
AOI/OAI and AO/OA: 69 / 11.3
xor gates and xnor gates: 3 / 0.673
adders and majority gates: 10 / 3.20
-- cell usage in the layout, fill, tap and decap left out, drive strengths merged, types with 4 or more instances in the layout --
cell | Yosys | layout
a22o | 6 | 6
buf | 6 | 4
clkbuf | 13 | 11
clkdlybuf4s50 | 0 | 41
dfrtp | 80 | 80
edfxtp | 4 | 4
ha | 10 | 10
inv | 11 | 13
mux2 | 44 | 44
nand2 | 24 | 24
nand2b | 9 | 9
nand3 | 23 | 23
nor2 | 13 | 13
nor2b | 5 | 5
nor4 | 7 | 7
o21ai | 38 | 38
o2bb2ai | 8 | 8
-- critical path, cell delays in order --
cell             delay (ps)
clkdlybuf4s50_1         480
inv_1                    60
ha_1                    290
nand2b_1                180
a21o_1                  200
or4b_1                  800
and3b_1                 310
mux2_2                  320
-- registers in the layout, summed over array words and instances, names as in the netlist --
| register | count |
|---|---|
| payload | 32 |
| inc_payload | 31 |
| cnta | 6 |
| cntp | 6 |
| addr | 4 |
| inc_addr | 4 |
| vld_r | 1 |
-- power breakdown --
group          leakage (nW)  total, mW  internal [mW]  switching, mW
Clock                 0.153      0.656          0.407          0.249
Sequential             1.12      0.975          0.855          0.120
Combinational         0.823      0.563          0.335          0.227
-- worst max path at each step --
stage	endpoint	startpoint	slack [ps]
after CTS	inc_payload[16]$_DFFE_PN0P_	frame_n	1660
after global routing	inc_payload[16]$_DFFE_PN0P_	valid_n	1510
final	inc_payload[16]$_DFFE_PN0P_	frame_n	1640
-- metal layers --
metal	part of all wire [%]	track usage (%)	vias up
met5	0	0	-
met1	51	20.9	1307
met3	4.5	2.54	9
li1	-	-	1319
met2	44	19.6	54
met4	1.2	1.45	0
No activity file was given, so power comes from the tool's default toggle rates.
