--- design/flow/config.mk ---
export PLATFORM = sky130hd
export DESIGN_NAME = portout
export DESIGN_NICKNAME = portout
export VERILOG_FILES = /design/flow/design.v
export SDC_FILE = /design/flow/constraint.sdc
export NUM_CORES = 4
export LEC_CHECK = 1
export CORE_UTILIZATION = 30
--- design/flow/constraint.sdc ---
current_design portout

set clk_period 2.7
set clk_io_pct 0.2

create_clock -name clk0 -period $clk_period [get_ports {clock}]

set non_clock_inputs [all_inputs -no_clocks]
set_input_delay [expr $clk_period * $clk_io_pct] -clock clk0 $non_clock_inputs
set_output_delay [expr $clk_period * $clk_io_pct] -clock clk0 [all_outputs]
--- design/flow/design.v ---
module portout(input [31:0] payload, input rdy, clock, reset_n, output reg frameo_n, valido_n, dout, pop);
reg [5:0] count;
reg [31:0] saved_payload;
reg  state;
parameter WAIT = 1'b0, READ_PAYLOAD = 1'b1;
always @(posedge clock, negedge reset_n)
begin
   if(!reset_n) begin
      dout <= 0;
      frameo_n <= 1;
      valido_n <= 1;
      pop <= 0;
      count <= 0;
      saved_payload <= 32'h0000_0000;
      state <= WAIT;
   end
   else
      case(state)
      WAIT:
         if(rdy) begin
            pop <= 1;
            saved_payload <= payload;
            state <= READ_PAYLOAD;            
         end
         else begin
            pop <= 0;
            dout <= 0;
            frameo_n <= 1;
            valido_n <= 1;
            count <= 0;
            saved_payload <= 32'h0000_0000; 
            state <= WAIT;
         end
      READ_PAYLOAD: 
         if(count <= 31) begin
            pop <= 0;
            dout <= saved_payload[count];
            count <= count + 1;
            frameo_n <= 0;
            valido_n <= 0;
            state <= READ_PAYLOAD;
         end
         else begin
            pop <= 0;
            dout <= 0;
            count <= 0;
            frameo_n <= 1;
            valido_n <= 1;
            saved_payload <= 32'h0000_0000;
            state <= WAIT;
         end
      endcase
end
endmodule
--- design/flow/run.sh ---
#!/bin/bash
# OpenROAD 26Q1-2900-gdf79404cd8, Yosys 0.63+post, stock flow scripts
make -C /OpenROAD-flow-scripts/flow DESIGN_CONFIG=/design/flow/config.mk WORK_HOME=/design/flow/orfs finish
==> changes_impl.md <==
## Implementation

- Antenna violations before repair: 0
- Placed cells: 229
- Simple-Gate Area Share: 4.42%
- Fmax achieved: 465 MHz
- Yosys warns: 1
- CTS clk-pin slew, worst paths: 0.07 ns
- Worst hold slack: 0.333 ns
- Critical-path top delay cell: dfrtp_1
- Top cells by area: dfrtp_1 57%, a22o_1 16%, mux4_1 10%
- Final ANT Viol Nets: 0
- Total Routing Usage GR: 12.5%
- Number of synthesized register bits: 42
- Hold Crit Class: in -> async
- DP HPWL: 2430 microns
- # IOs: 39
- Tool warnings: 25
- Via Count: 1241
- Longest Clk Path Bufs: 2
- Post-CTS Resized: 0
- Sequential element share of the synthesized area: 58.1%
- Via/cell ratio: 5.24
- AND-OR/OR-AND share of the synthesized area: 19.5%
- I/O Buffers: 38
- Fin. Hold Viols: 0
- Antenna Cells: 0
- Setup crit start kind: flip-flop
- Die X-Extent: 79.7 microns
- Total power: 2.22 mW
- Die Y: 79.7 microns
- Worst Path Max Fanout: 12
- Die area: 6350 sq um
- Mux share: 13.7%
- Post-route non-filler standard cell count: 237
- Placer Congestion: 0.781
- # hold bufs at CTS: 0
- Fin crit share: 79.6%
- First-pass GRT wire length: 5970 microns
- Largest net degree at the start of global routing: 37
- Final setup TNS: 0 ns
- Crit path from: count[0]
- Final worst path period need: 2.15 ns
- Worst path max stage delay: 0.67 ns
- Yosys top cell by area: dfrtp_1
- Relative slew margins: 48.3%
- Worst Skew: 0.00248 ns
- Worst EP arrival: 2.32 ns
- Synthesis-to-finish area growth: 28.7%
- Number of max-cap violations: 0
- Final WL: 3470 microns
- WP buf/inv: 0
- Area share, top type: 56.6%
- PwrDens: 953 nW/um^2
- Final Slew Violations: 0
- RSZ-0062 raised after global routing: no
- CTS tree: done
- H-tree depth: 2
- Latency at later pin: 0.28 ns
- CP endpoint kind: flip-flop
- Reg2reg start: count[0]
- Final setup vio count: 0
- Syn Area/Cell: 14.2 sq um
- Yosys chip area: 1810 sq um
- Yosys cell count: 128
- P_leak: 1.06 nW
- Core Box Area: 5680 sq um
- VDD IR max: 0.351 mV
- Layout cells sized above 1: 9.09%
- Cell area after synthesis: 1810 sq um
- Setup CP Type: reg -> reg
- CTS buffer count: 5
- Synth Area in XOR/XNOR: 0%
- Post-CTS setup buffers: 0
- Residual DRC: 0
- Distinct lib cells: 25
- Wirelength per Cell: 14.6 microns
- Worst slew pin tran: 0.776 ns
- Vias in the first global route: 1266
- DR pass1 iterations: 4
- Run status: finished clean
- Core Density at Floorplan: 31.9%
- Drt initial violations: 88
- CTS Root Cell: clkbuf_8
- Largest delay share family, worst path: multiplexers
- Crit path DRT: 2.87 ns
- Synth Instances: 128
- Adders+Majority by Area: 0.691%
- GRT Residual Overflow: 0
- Comb area leader: AND-OR/OR-AND gates
- # clock sinks: 42
- Rows: 27
- Crit-path cells: mux4_1 > mux4_2 > a211o_1
==> placed cells by master, fill, tap and decap left out, types with 2 or more instances in the layout <==
cell              n
nor2b_2           2
buf_4             4
nor2_1            2
o21ai_0           6
mux4_1            7
mux2i_1           2
clkdlybuf4s50_1  37
mux4_2            2
nand2_1           6
dfrtp_1          41
clkbuf_8          5
nand2b_1          2
a22o_1           33
nand3_1           2
clkbuf_1          3
==> routing by layer <==
layer,track usage [%],share of wire (%)
met5,2.73,0
met4,2.00,1.7
met3,3.60,7.6
met1,19.7,47
met2,17.7,43
==> synth_stat cells <==
| cell type | n |
|---|---|
| mux4_1 | 7 |
| nand3_1 | 2 |
| nand2b_1 | 2 |
| a22o_1 | 33 |
| mux4_2 | 2 |
| nand4_1 | 1 |
| a211o_1 | 1 |
| clkbuf_1 | 8 |
| o21ai_0 | 6 |
| buf_4 | 1 |
| nor2b_1 | 2 |
| nand2_1 | 6 |
| a21oi_1 | 1 |
| buf_1 | 3 |
| a31oi_1 | 1 |
| ha_1 | 1 |
| dfstp_2 | 1 |
| dfrtp_1 | 41 |
| o31ai_1 | 1 |
| nor2_1 | 2 |
| nor4b_1 | 1 |
| buf_6 | 1 |
| inv_1 | 1 |
| a21o_1 | 1 |
| mux2i_1 | 2 |
==> cells by family after synthesis <==
kind of cell / after synthesis
buffers and inverters: 14
AND/OR/NAND/NOR: 16
adder cells (fa/ha/maj): 1
AND-OR/OR-AND: 44
flip-flops: 42
multiplexers: 11
==> final cells by class <==
type	count	area, sq um
Clock buffer	8	80.1
Fill cell	511	3340
Inverter	1	3.75
Multi-Input combinational cell	72	701
Sequential cell	42	1050
Tap cell	72	90.1
Timing Repair Buffer	42	405
==> worst register-to-register path, stage by stage, from the launching register on <==
cell     delay (ns)
dfrtp_1        0.67
mux4_1         0.64
mux4_2         0.47
a211o_1        0.26
==> path summary, 6_finish.rpt <==
kind / endpoint / slack (ns) / cells after the start
worst max-delay path: dout / 0.55 / 3
worst min-delay path: saved_payload[29] / 0.33 / 1
worst max register to register: dout / 0.55 / 3
worst min register to register: valido_n / 0.47 / 2
max in group asynchronous: saved_payload[23] / 1.77 / 2
min in group clk0: valido_n / 0.47 / 2
==> per-stage QoR <==
stage | utilization, % | instance area, sq um | setup WS [ns]
2_1_floorplan | - | 1810 | 0.823
3_3_place_gp | 39.7 | 2250 | 0.589
3_5_place_dp | 39.7 | 2250 | 0.542
4_1_cts | 41.1 | 2330 | 0.520
5_1_grt | 41.1 | 2330 | 0.439
6_report | 41.1 | 2330 | 0.550
==> flip-flops by register name, indices dropped and copies added (netlist names) <==
register and cells:
saved_payload 32, state 1, pop 1, dout 1, valido_n 1, count 6
==> report_power, final <==
group / leakage [nW] / total, mW / switching [mW] / internal, mW
registers: 0.543 / 1.13 / 0.226 / 0.902
logic: 0.481 / 0.729 / 0.237 / 0.491
clock network: 0.0395 / 0.366 / 0.182 / 0.183
No activity file was given, so power comes from the tool's default toggle rates.
